**flow/design.v**
```verilog
module circ_leftshift_163b(
input [6:0] circ_shft_val,
input [162:0] circ_shft_inp,
output [162:0] circ_shft_out
);
wire [162:0]t1,t2,t3,t4,t5,t6,t7;
assign    t1=circ_shft_val[0]?{circ_shft_inp[161:0],circ_shft_inp[162]}:circ_shft_inp,  
		  t2=circ_shft_val[1]?{t1[160:0],t1[162:161]}:t1,
          t3=circ_shft_val[2]?{t2[158:0],t2[162:159]}:t2,
		  t4=circ_shft_val[3]?{t3[154:0],t3[162:155]}:t3,
          t5=circ_shft_val[4]?{t4[146:0],t4[162:147]}:t4,
		  t6=circ_shft_val[5]?{t5[130:0],t5[162:131]}:t5,
		  t7=circ_shft_val[6]?{t6[98:0],t6[162:99]}:t6,
          circ_shft_out=t7;  
endmodule
```
**flow/run.sh**
```bash
#!/bin/bash
# OpenROAD 26Q1-2900-gdf79404cd8, Yosys 0.63+post, stock flow scripts
make -C /OpenROAD-flow-scripts/flow DESIGN_CONFIG=/design/flow/config.mk WORK_HOME=/design/flow/orfs finish
```
**flow/config.mk**
```make
export PLATFORM = sky130hd
export DESIGN_NAME = circ_leftshift_163b
export DESIGN_NICKNAME = circ_leftshift_163b
export VERILOG_FILES = /design/flow/design.v
export SDC_FILE = /design/flow/constraint.sdc
export NUM_CORES = 4
export LEC_CHECK = 1
export CORE_UTILIZATION = 50
```
**flow/constraint.sdc**
```tcl
current_design circ_leftshift_163b

set clk_period 4.4
set clk_io_pct 0.2

create_clock -name clk0 -period $clk_period

set non_clock_inputs [all_inputs -no_clocks]
set_input_delay [expr $clk_period * $clk_io_pct] -clock clk0 $non_clock_inputs
set_output_delay [expr $clk_period * $clk_io_pct] -clock clk0 [all_outputs]
```
==> run summary <==
Status: did not finish
Failed at: global routing
First Err: [ERROR GRT-0232] Routing congestion too high. Check the congestion heatmap in the GUI.
HPWL Detailed: 59.5 mm
IO Pins: 333
Synthesized instance count: 778
Floorplan core density: 51.2%
GRT worst endpoint: circ_shft_out[28]
Initial antenna violation count: 31
Post-DP Area: 17400 um^2
Avg Inst Size Synth: 17.2 um^2
Final RePlAce weighted congestion: 1.12
Yosys stat chip area: 13400 um^2
# rows: 59
Cell variety after synth: 7
Worst endpoint type: top-level output
PortBufs: 333
Largest net degree at the start of global routing: 73
Cts-stage hold buffer count: 0
YS warnings: 0
Cell total in the yosys stat output: 778
Synth Cell Area: 13400 um^2
Die X: 166 um
Register share after synthesis: 0%
Die height: 166 um
cell usage after synthesis, drive strengths merged:
| cell type | count | share of area (%) |
|---|---|---|
| buf | 43 | 1.9 |
| mux4 | 489 | 82 |
| mux2 | 163 | 14 |
| clkbuf | 83 | 2.3 |
kinds of logic after synthesis:
kind of cell  synth area share (%)
buf+inv                       4.25
mux                           95.7
repair_timing:
action | in CTS
cloned | 17
setup endpoints to repair | 163
gates resized | 749
buffers inserted | 85
stage by stage:
| step | utilization [%] | hold WS (ns) | std cells | worst slack, ns | setup TNS, ns |
|---|---|---|---|---|---|
| after detailed placement | 66.3 | 2.69 | 1381 | -0.520 | -59.51 |
| after CTS | 72.5 | 2.37 | 1483 | -0.178 | -1.60 |
| after floorplan | - | 2.35 | 778 | 0.276 | 0 |
| after global placement | 66.3 | 2.68 | 1381 | -0.480 | -52.40 |
