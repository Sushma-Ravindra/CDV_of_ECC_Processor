File: flow/constraint.sdc
current_design overlap_243bit

set clk_period 1.4
set clk_io_pct 0.2

create_clock -name clk0 -period $clk_period

set non_clock_inputs [all_inputs -no_clocks]
set_input_delay [expr $clk_period * $clk_io_pct] -clock clk0 $non_clock_inputs
set_output_delay [expr $clk_period * $clk_io_pct] -clock clk0 [all_outputs]
File: flow/run.sh
#!/bin/bash
# OpenROAD 26Q1-2900-gdf79404cd8, Yosys 0.63+post, stock flow scripts
make -C /OpenROAD-flow-scripts/flow DESIGN_CONFIG=/design/flow/config.mk WORK_HOME=/design/flow/orfs finish
File: flow/design.v
module overlap_243bit(p0,p1,p2,p3,p4,p5,y);
input [160:0] p0,p1,p2,p3,p4,p5;
output [484:0] y;
assign y[80:0] = p0[80:0];
assign y[160:81] = p0[160:81]^p0[79:0]^p1[79:0]^p2[79:0];
assign y[161] = p0[80]^p1[80]^p2[80];
assign y[241:162] = p0[160:81]^p1[160:81]^p2[160:81]^p0[79:0]^p1[79:0]^p3[79:0]^p4[79:0];
assign y[242] = p0[80]^p1[80]^p3[80]^p4[80];
assign y[322:243] = p0[160:81]^p1[160:81]^p3[160:81]^p4[160:81]^p1[79:0]^p3[79:0]^p5[79:0];
assign y[323] = p1[80]^p5[80]^p3[80];
assign y[403:324] = p1[160:81]^p5[160:81]^p3[160:81]^p3[79:0];
assign y[484:404] = p3[160:80];
endmodule
File: flow/config.mk
export PLATFORM = sky130hd
export DESIGN_NAME = overlap_243bit
export DESIGN_NICKNAME = overlap_243bit
export VERILOG_FILES = /design/flow/design.v
export SDC_FILE = /design/flow/constraint.sdc
export NUM_CORES = 4
export LEC_CHECK = 1
export CORE_AREA = 10 10 555 555
export DIE_AREA = 0 0 565 565
==> flow_summary.json <==
{
  "status": "finished, violations left",
  "violations": "negative setup slack",
  "tightest_slew_ns": 0.351,
  "core_region_area_um2": 296000,
  "warnings": 35,
  "worstHoldPathType": "input port to output pin",
  "lay_top_count": "buf_6",
  "via_per_inst": 2.33,
  "synth_area_um2": 12900,
  "finalMaxSlewViolations": 0,
  "grt_pass1_vias": 17600,
  "routedWlPerCell_um": 30.1,
  "min_from": "p0[24]",
  "hpwl_um": 202000,
  "final_util_pct": 14.7,
  "wl_met3_um": 35900,
  "antenna_found_initial": 142,
  "yosysWarnings": 0,
  "ys_chip_area_um2": 12900,
  "ctsHoldBuffers": 0,
  "io_pins": 1451,
  "wl_um": 210000,
  "yosys_cells": 968,
  "cap_violations": 0,
  "finalSetupViolations": 318,
  "synth_cells": 968,
  "dr_wl_met2_um": 90900,
  "grt-ovfl-total": 0,
  "num_vias": 16300,
  "min_path_cells": 3,
  "globalplace.congestion": 1.03,
  "ir_drop_uv": 498,
  "wl_met1_um": 78500,
  "syn2layout_area_growth_pct": 239,
  "hold_viol": 0,
  "syn_area_per_cell_um2": 13.3,
  "drt_first_iter_violations": 477,
  "worstPathArrival_ns": 1.48,
  "p_leak_nw": 20.4,
  "post-route-min-period_ns": 1.76,
  "nClkBuffers": 0,
  "track_usage_pct": 12.8,
  "drc": 0,
  "ff_count": 0,
  "cp.required_ns": 1.12,
  "whs_endpoint": "y[24]",
  "rsz0062_at_grt": "true",
  "period_used_pct": 126,
  "synth.distinct_cells": 6,
  "fin_ws_ns": -0.365,
  "drtAntennaViolNets": 0,
  "worstSetupPathType": "input port to output pin",
  "lay_top_cells": "buf_6 (636), buf_4 (410), buf_2 (256)",
  "seq_area_um2": 0,
  "slew_headroom_pct": 76.6,
  "port_buffers": 1451,
  "grt_start_max_net_pins": 3,
  "endpoint_kind": "output pin",
  "fp.dieW_um": 565,
  "grt_pass1_wl_um": 247000,
  "startpoint_type": "input port",
  "path_max_fanout": 2,
  "preCtsSetupSlack_ns": -1.48,
  "drtPass1Iterations": 4,
  "power_density_nw_per_um2": 652,
  "final_layout_size_suffix_gt1_share_pct": 74.5,
  "synth_seq_share_pct": 0,
  "fmaxAchievable_mhz": 567,
  "dieArea_um2": 319000,
  "rows": 200,
  "highest-signal-layer": "met5",
  "die_height_um": 565,
  "fp_util_pct": 4.35
}
layer usage:
metal | up-vias | GRT usage (%)
met5 | - | 0
met4 | 88 | 0.793
met3 | 277 | 9.05
met2 | 1215 | 19.6
met1 | 7578 | 15.2
li1 | 7112 | -
cell usage after synthesis:
library cell	instances	area [um2]
xor3_2	79	1980
xnor3_2	1	23.8
xnor2_1	327	2860
xor2_1	159	1390
buf_4	162	1220
xnor3_1	240	5410
where the power goes:
group / internal, mW / leakage, nW / switching, mW
sequential: 0 / 0 / 0
combinational: 17.1 / 20.4 / 11.4
clock: 0.00000495 / 0.000330 / 0
final cells by class:
cell class / count / area [um2]
Antenna cell: 52 / 130
Fill cell: 32800 / 253000
Multi-Input combinational cell: 806 / 15800
Tap cell: 3939 / 4930
Timing Repair Buffer: 2173 / 22800
critical path: stages:
cell and delay [ns]:
buf_6 0.09, xnor3_2 0.54, buf_6 0.14, xnor3_1 0.26, buf_12 0.17
repair_timing:
item / in CTS / in global routing
endpoints found under the setup margin: 453 / 323
pin swaps: 640 / 173
setup buffers: 188 / 42
endpoints found under the hold margin: 0 / 0
gates resized: 4466 / 379
kinds of logic (layout without fill, tap and decap cells):
group                     Yosys count  after routing  synth area share [%]
xor gates and xnor gates          806            806                  90.6
buffers and inverters             162           2173                  9.44
other                               0             52                     0
worst max-delay path by stage:
stage     cells past startpoint  startpoint      to
4_1_cts                       5      p3[41]  y[284]
5_1_grt                       6      p1[98]  y[341]
6_report                      5     p1[113]  y[275]
per-stage QoR:
stage	power, mW	hold WS (ns)	cell area, um2	std cells	TNS, ns
3_3_place_gp	27.5	1.26	37700	6787	-315.22
3_5_place_dp	27.4	1.25	37700	6787	-314.09
6_report	28.4	0.853	43600	6970	-45.05
5_1_grt	30.4	0.854	43500	6933	-55.04
4_1_cts	29.1	0.853	42300	6899	-51.96
2_1_floorplan	5.73	0.589	12900	968	0
Power is estimated from default activity; no workload was simulated.
